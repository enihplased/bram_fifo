**/design/flow/run.sh**
```bash
#!/bin/bash
# OpenROAD 26Q1-2900-gdf79404cd8, Yosys 0.63+post, stock flow scripts
make -C /OpenROAD-flow-scripts/flow DESIGN_CONFIG=/design/flow/config.mk WORK_HOME=/design/flow/orfs finish
```
**/design/flow/config.mk**
```make
export PLATFORM = sky130hd
export DESIGN_NAME = syncbram_fifo
export DESIGN_NICKNAME = syncbram_fifo
export VERILOG_FILES = /design/flow/design.v
export SDC_FILE = /design/flow/constraint.sdc
export NUM_CORES = 4
export LEC_CHECK = 1
export CORE_UTILIZATION = 30
```
**/design/flow/constraint.sdc**
```tcl
current_design syncbram_fifo

set clk_period 4.3
set clk_io_pct 0.2

create_clock -name clk0 -period $clk_period [get_ports {clk}]

set non_clock_inputs [all_inputs -no_clocks]
set_input_delay [expr $clk_period * $clk_io_pct] -clock clk0 $non_clock_inputs
set_output_delay [expr $clk_period * $clk_io_pct] -clock clk0 [all_outputs]
```
**/design/flow/design.v**
```verilog
`timescale 1ns / 100ps
module syncbram_fifo ( clk, rst, buf_in, buf_out, wr_en, rd_en, buf_empty, buf_full );
input                     clk;
input                     rst;
input                     wr_en;
input                     rd_en;
input           [ 7 : 0 ] buf_in;
output          [ 7 : 0 ] buf_out;
output                    buf_empty;                        
output                    buf_full;                         
reg             [ 7 : 0 ] buf_out;                          
reg    [ 3 : 0 ] rd_ptr;                           
reg    [ 3 : 0 ] wr_ptr;                           
reg             [ 7 : 0 ] buf_mem[ ( 1 << 3 ) - 1 : 0 ];     
assign buf_full = (( rd_ptr[3] != wr_ptr[3]) && ( rd_ptr[3-1 : 0] == wr_ptr[3-1 : 0] ));
assign buf_empty = ( rd_ptr == wr_ptr );
always @( posedge clk )
begin
   if ( rst )
      buf_out <= 8'b0;                                      
   else if ( rd_en && !buf_empty )
      buf_out <= buf_mem[rd_ptr[3-1 : 0]];         
end
always@( posedge clk )
begin
   if ( wr_en && !buf_full )
      buf_mem[wr_ptr[3-1 : 0]] <= buf_in;          
end
always@( posedge clk )
begin
   if ( rst )                                               
      begin
         wr_ptr <= 3'd0;                           
         rd_ptr <= 3'd0;                           
      end
   else
   begin
      if ( !buf_full && wr_en )                             
         wr_ptr <= wr_ptr + 3'd1;                  
      if ( !buf_empty && rd_en )                            
         rd_ptr <= rd_ptr + 3'd1;                  
   end
end
endmodule
```
==> flow_summary.toml <==
# generated from flow reports
[setup_path]
reg2regPathDepth = 4
worst_r2r_setup_slack_ps = 1570
worst_ep_arrival_time_ps = 2200
worstSetupStartpointType = "flop"
maximum_fanout_encountered_on_the_critical_timing_path = 12
ws_path_type = "reg -> out"
worstPathRequired_ps = 3440
timing.critical_path.slowest_stage_cell = "dfxtp_1"
gate_family_responsible_for_the_most_delay_along_the_worst_path = "flip-flops"
crit_chain = "xnor2_1 > nand4_1 > inv_1 > clkdlybuf4s50_1"
critPathMaxStageDelay_ps = 790
crit_path_end_kind = "primary output"
crit_cells = 4
wp_buf_inv = 2

[route]
detailedRoute.firstPassIterationCount = 3
drt.antenna.violating_nets = 0
routed_wire_length_um = 5460
routed_wire_length_per_instance_um = 15.8
drtIter0Drc = 63
drt-vias-per-instance = 4.57
route.vias.total = 1576
drc_errors = 0
antenna-diode-count = 0

[synthesis]
synthDominantAreaCellType = "edfxtp_1"
yosys.cell_types.count = 38
yosysWarningCount = 1
ys_dominant_reg_cell = "edfxtp_1"
synth.mux.area_fraction = 0.150
synth-adder-area-share = 0.00780
synth.cellmix.xorXnorShare = 0.0242
ys_cells = 177
ys_top_logic_family = "multiplexers"
yosys.stat.chipArea_um2 = 3210
synth-compound-area-share = 0.0437
top_area_frac = 0.599
ys.flops = 80
synthTopCellsByArea = "edfxtp_1 60%, dfxtp_1 10%, mux4_2 7.7%"
postSynthCellCount = 177
post_synth_tally_of_flip_flops_with_integrated_enable = 64
simple_gate_share = 0.0507
post_synthesis_area_per_instance_um2 = 18.1
postSynth.asyncResetShare = 0
synthesized_cell_area_um2 = 3210
postSynthSeqShare = 0.699

[global_routing]
global_route.overflow_total = 0
number_of_antenna_violations_at_the_first_check_in_global_routing = 0
maximum_number_of_pins_on_one_net_before_global_route_repair = 21
wire_length_of_the_first_global_routing_pass_um = 8530
number_of_global_route_vias_before_repair = 1638
grt_use_total = 0.109

[pwr]
overall_power_consumption_mw = 1.65
powerDensity_nw_per_um2 = 438
power.leakage_nw = 1.20
power.switching_mw = 0.367
ir_worst_vdd_v = 0.000145
part_of_the_power_in_combinational_logic = 0.121
sequentialPowerShare = 0.547
p_int_mw = 1.28
power.clock.fraction = 0.332
proportion_of_total_power_due_to_net_switching = 0.223

[sta]
final-hold-violation-count = 0
unrepaired_setup_endpoints_after_global_routing = "false"
max_slew.worst_pin.slew_ps = 733
finalSetupViolations = 0
finalCritPeriodShare = 0.711
maxClockFrequency_ghz = 0.327
setup-tns-final_ps = 0
finalClockSkew_ps = 13.0
final_max_slew_viol_count = 0
max_slew_margin = 0.510
whs_ps = 466
final_critical_delay_including_setup_and_external_delays_ps = 3060

[placement]
numPlacedInstances = 329
gp_congestion = 0.734
place.port_buffers = 21
place_hpwl_um = 3550

[flow_run]
max-cap-violations = 0
log.warning_count = 25

[floorplanning]
fp.dieArea_um2 = 11100
ioPinCount = 22
rows = 37
fp-utilization = 0.311
floorplan.die.height_um = 105
design.core.area_um2 = 10300
die-width_um = 105

[final_layout]
final_layout_size_suffix_gt1_frac = 0.167
layout-area-overhead-vs-synth_pct = 17.4
finish.utilization = 0.365
stdcell_count = 345

[clocking]
cts_num_sinks = 80
cts.repair.resized = 0
h-tree-depth = 3
cts_hold_buf = 0
tritoncts_buffers = 9
tritoncts = "built"
clock_latency_ps = 340
cts_setup_buffers = 0
cts_root_buf = "clkbuf_8"
worst_setup_hold_path_clk_slew_ps = 80
clk_path_buf_depth = 2

[min_path]
min_delay_path_depth = 1
min_path_type = "reg -> reg"

[status]
outcome = "completed"
[flip-flops by register name, summed over array words and instances, names as in the netlist]
signal   count
buf_mem     64
buf_out      8
rd_ptr       4
wr_ptr       4
[power groups by stage]
stage	registers (mW)	logic, mW	clock network, mW
final	0.901	0.199	0.548
after CTS	0.902	0.203	0.566
after global routing	0.906	0.221	0.592
[cell usage after synthesis, types with 2 or more instances]
cell type / number
a21oi_1: 2
nand3_1: 3
xor2_1: 3
o21ai_0: 2
nor2b_1: 2
mux4_1: 5
o2bb2ai_1: 7
buf_4: 2
xnor2_1: 4
dfxtp_1: 16
inv_1: 5
mux2i_1: 9
nand2b_1: 2
edfxtp_1: 64
nor3_1: 2
nor2_1: 11
buf_2: 2
nand2_1: 4
buf_6: 2
mux4_2: 11
ha_1: 2
[final cells by class]
type	count	area [µm²]
sequential	80	2240
timing repair buffer	25	240
multi-input combinational	83	886
clock buffer	15	199
inverter	5	18.8
tap	136	170
clock inverter	1	7.51
fill	953	6560
[final timing paths]
kind                                               from                       to
worst max-delay path             rd_ptr[0]$_SDFFE_PP0P_                buf_empty
worst min-delay path            buf_out[3]$_SDFFE_PP0P_  buf_out[3]$_SDFFE_PP0P_
worst max register to register   rd_ptr[0]$_SDFFE_PP0P_  buf_mem[3][6]$_DFFE_PP_
worst min register to register  buf_out[3]$_SDFFE_PP0P_  buf_out[3]$_SDFFE_PP0P_
[kinds of logic after synthesis]
group,count (synthesis)
fa+ha+maj,2
simple gates,31
compound gates,16
buf+inv,14
flops,80
mux,26
xor+xnor,8
[cells in the final DEF, fill, tap and decap left out, types with 5 or more instances in the layout]
cell type        count
mux4_1               5
mux4_2              11
inv_1                5
o2bb2ai_1            7
dfxtp_1             16
mux2i_1              9
edfxtp_1            64
nor2_1              11
clkdlybuf4s50_1     21
clkbuf_8            10
[metrics by stage]
step	worst slack [ps]	instance area, µm²
after global placement	1380	3560
final	1240	3760
after CTS	1220	3760
after floorplan	1850	3210
after global routing	1160	3760
after detailed placement	1340	3560
[metal layers]
metal,share of wire,wire (µm),GRT usage
met4,0.012,65,0.0131
met3,0.091,496,0.0587
met2,0.46,2490,0.162
met5,0,0,0
met1,0.44,2410,0.153
